`flow/run.sh`:
```
#!/bin/bash
# OpenROAD 26Q1-2900-gdf79404cd8, Yosys 0.63+post, stock flow scripts
make -C /OpenROAD-flow-scripts/flow DESIGN_CONFIG=/design/flow/config.mk WORK_HOME=/design/flow/orfs finish
```
`flow/config.mk`:
```
export PLATFORM = sky130hd
export DESIGN_NAME = updown_counter
export DESIGN_NICKNAME = updown_counter
export VERILOG_FILES = /design/flow/design.v
export SDC_FILE = /design/flow/constraint.sdc
export NUM_CORES = 4
export LEC_CHECK = 1
export CORE_AREA = 10 10 70 70
export DIE_AREA = 0 0 80 80
```
`flow/constraint.sdc`:
```
current_design updown_counter

set clk_period 3.1
set clk_io_pct 0.2

create_clock -name clk0 -period $clk_period [get_ports {clk}]

set non_clock_inputs [all_inputs -no_clocks]
set_input_delay [expr $clk_period * $clk_io_pct] -clock clk0 $non_clock_inputs
set_output_delay [expr $clk_period * $clk_io_pct] -clock clk0 [all_outputs]
```
`flow/design.v`:
```
`timescale 1ns / 1ps
module updown_counter(clk, rst, updown, counter);
    parameter bits = 8;
    input clk;
    input rst;
    input [1:0] updown;
    output [bits-1:0] counter;
    reg [bits-1:0] counter;
    always @(posedge clk or negedge rst) begin
	if (!rst) begin
	    counter <= 0;
	end
	else begin
	    case (updown)
		2'b00:
		    counter <= counter;
		2'b10:
		    counter <= counter + 1;
		2'b01:
		    counter <= counter - 1;
		default:
		    counter <= { bits { 1'bX }};
	    endcase
	end
    end
endmodule
```
==> flow_summary.ini <==
; yosys + openroad results
[clock_tree]
clockBufferDepth = 2
hold_buffers = 0
worstSkewPairLatency_ns = 0.25
post_cts_resized = 0
cts_buffers = 3
cts_num_sinks = 8
cts_root_buffer = clkbuf_4
cts_setup_buffers = 0
cts_tree = yes
cts_max_level = 1
clkTransAtPathRegs_ns = 0.05

[global_routing]
grt_pass1_vias = 411
track_usage = 0.0370
grt_pass1_wl_mm = 1.99
grt_overflow = 0
antenna_found_initial = 0
grt_max_degree = 11

[final_timing]
setup_slack_ns = 0.770
maxSlewHeadroom = 0.753
fmax_mhz = 429
setup_viol = 0
timing_hold_violations_final = 0
fin_crit_sh = 0.752
hold_ws_ns = 0.469
tightest_slew_ns = 0.369
slew_violations = 0
finClkSkew_ns = 0.00404
rsz0062_at_grt = no
setup_tns_ns = 0
fin_crit_ns = 2.33

[run_status]
outcome = finished, final reports clean

[layout]
top_register = counter
largest_reg_flops = 8
reg_top3 = counter (8)
n_fill_cell = 387
syn_to_final_growth_pct = 35.0
drive_gt1_frac = 0.117
final-instance-count-excl-fill = 106

[critical_path]
cp_slowest_cell = clkdlybuf4s50_1
critPathMaxFanout = 10
crit_chain = clkdlybuf4s50_1 > nand2b_1 > xnor2_1 > ha_1 > o41ai_1 > xor2_1
cp-end-kind = flop
arrival_ns = 2.50
setup.worst_path.class = in2reg
critPathMaxStageDelay_ns = 0.57
crit_required_ns = 3.27
crit_start = updown[1]
reg2reg_depth = 4
critPathLaunchType = primary input
timing.rr.start = counter[4]

[floorplanning]
die_h_microns = 80
dieArea_sq_um = 6400
row_count = 21
dieWidth_microns = 80
initCoreUtil = 0.143
io_pins = 12
core_area_sq_um = 3420

[route]
drc_errors = 0
dr.pass1.iters = 4
num_antenna_cells = 0
drtIter0Drc = 31
ant_nets = 0
wirelength_mm = 1.17
viasPerCell = 3.94
vias = 418
avgRoutedWirePerCell_microns = 11.1

[synthesis]
ys_sh_adder = 0.0256
yosys_area_sq_um = 489
aoi_share = 0.143
mux_share = 0.0230
simple_gate_share = 0.217
ys_cells = 49
synthCells = 49
synth.distinct_cells = 26
synth_area_sq_um = 489
synthTopLogicFamily = simple AND/OR/NAND/NOR gates
top_area_frac = 0.409
xor_area_frac = 0.143
ys_seq_frac = 0.409
ys_warn_count = 1
avgSynthCellArea_sq_um = 9.98
top_area_cell = dfrtp_1
ys_ff = 8
ys_top_cells_by_area = dfrtp_1 41%, xnor2_1 11%, nand2_1 3.8%

[place]
place_congestion = 0.878
place_ws_ns = 0.539
portBuffers = 11
dpl.cell_count = 103
dp_hpwl_microns = 896

[pwr]
vdd_drop_max_mv = 0.229
leakage_nw = 0.234
p_per_area_nw_per_um2 = 900

[min_path]
min-delay-start = counter[7]
min_path_type = reg2reg
min_path_cells = 1

[job]
cap_violations = 0
tool_warnings = 25
-- through the flow --
step / total power [mW] / area, sq um / util
after floorplan: 0.375 / 489 / -
after global placement: 0.522 / 638 / 0.187
after detailed placement: 0.520 / 638 / 0.187
after CTS: 0.603 / 661 / 0.193
after global routing: 0.658 / 661 / 0.193
final: 0.595 / 661 / 0.193
-- area by class of cell --
cell class	count	area, sq um	share of cell area
Multi-Input combinational cell	38	270	0.409
Sequential cell	8	200	0.303
Timing Repair Buffer	11	110	0.167
Tap cell	46	57.6	0.0871
Clock buffer	3	22.5	0.0341
-- power breakdown --
| group | internal, mW | switching [mW] |
|---|---|---|
| Sequential | 0.159 | 0.102 |
| Combinational | 0.174 | 0.0819 |
| Clock | 0.0442 | 0.0335 |
-- metal layers --
layer	GRT usage	part of all wire	up-vias
li1	-	-	203
met1	0.0451	0.42	189
met2	0.0562	0.44	24
met3	0.0193	0.12	2
met4	0.00880	0.020	0
met5	0	0	-
-- synth_stat cells (all sizes together) --
library cell	count
xnor2	6
o41ai	1
clkbuf	2
xor2	2
and2b	1
nand2b	1
a2111oi	1
nor4	1
or3	1
buf	1
nand4	1
nand3	1
a21oi	2
o31ai	1
nor3	2
nand2	5
a21boi	1
ha	1
o22ai	2
dfrtp	8
mux2	1
nor2	3
nor4b	1
or4b	1
or2	1
a41oi	1
-- cell families (layout without fill, tap and decap cells) --
family,Yosys count,in the layout
AOI/OAI and AO/OA,9,9
muxes,1,1
buffers and inverters,3,14
DFF,8,8
xor gates and xnor gates,8,8
and+or+nand+nor,19,19
adders and majority gates,1,1
-- worst max-delay path: cells and delay by family --
family                   cells  cell delay [ns]
AND-OR/OR-AND                1             0.43
AND/OR/NAND/NOR              1             0.29
XOR/XNOR                     2             0.32
adder cells (fa/ha/maj)      1             0.27
buffers and inverters        1             0.57
-- placed cells by master (no fill, tap or decap) --
master,n
nand4_1,1
o31ai_1,1
or4b_4,1
xnor2_1,6
ha_1,1
a41oi_1,1
nand2_1,5
a2111oi_2,1
o22ai_1,2
nor2_1,3
nor4b_1,1
and2b_1,1
a21boi_0,1
or3_1,1
nor4_1,1
nor3_1,2
or2_2,1
clkbuf_4,3
dfrtp_1,8
clkdlybuf4s50_1,11
nand2b_1,1
nand3_1,1
xor2_1,2
o41ai_1,1
mux2_2,1
a21oi_1,2
-- final timing paths --
path | endpoint | slack, ns
worst max-delay path | counter[4] | 0.77
worst min-delay path | counter[7] | 0.47
worst max register to register | counter[5] | 1.37
worst min register to register | counter[7] | 0.47
max in group asynchronous | counter[5] | 2.18
min in group asynchronous | counter[3] | 0.65
Power figures rest on the tool's default switching activity, not on a simulated workload.
