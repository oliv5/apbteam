[flow/design.v]
`timescale 1ns / 1ps
module quad_decoder_full(clk, rst, q, count);
    parameter bits = 8;
    input clk;
    input rst;
    input [1:0] q;
    output [bits-1:0] count;
    reg [bits-1:0] count;
    reg [1:0] zq;
    always @(posedge clk or negedge rst) begin
	if (!rst) begin
	    count <= 0;
	    zq <= 0;
	end
	else begin
	    case ({ zq, q })
		4'b00_01, 4'b01_11, 4'b11_10, 4'b10_00:
		    count <= count + 1;
		4'b01_00, 4'b11_01, 4'b10_11, 4'b00_10:
		    count <= count - 1;
		default:
		    count <= count;
	    endcase
	    zq <= q;
	end
    end
endmodule
[flow/run.sh]
#!/bin/bash
# OpenROAD 26Q1-2900-gdf79404cd8, Yosys 0.63+post, stock flow scripts
make -C /OpenROAD-flow-scripts/flow DESIGN_CONFIG=/design/flow/config.mk WORK_HOME=/design/flow/orfs finish
[flow/config.mk]
export PLATFORM = sky130hd
export DESIGN_NAME = quad_decoder_full
export DESIGN_NICKNAME = quad_decoder_full
export VERILOG_FILES = /design/flow/design.v
export SDC_FILE = /design/flow/constraint.sdc
export NUM_CORES = 4
export LEC_CHECK = 1
export CORE_AREA = 10 10 76 76
export DIE_AREA = 0 0 86 86
[flow/constraint.sdc]
current_design quad_decoder_full

set clk_period 3.9
set clk_io_pct 0.2

create_clock -name clk0 -period $clk_period [get_ports {clk}]

set non_clock_inputs [all_inputs -no_clocks]
set_input_delay [expr $clk_period * $clk_io_pct] -clock clk0 $non_clock_inputs
set_output_delay [expr $clk_period * $clk_io_pct] -clock clk0 [all_outputs]
==> results_slide.txt <==
Run Summary

Floorplan
  • Die height: 86 um
  • Die Wd: 86 um
  • I/O pins: 12
  • Chip Area: 0.00740 mm2
  • Fp_density: 0.158
  • Row count: 23
  • Total core area: 0.00412 mm2

Clock network
  • CTS H-tree depth: 1
  • Total CTS buffers: 3
  • Setup bufs post-CTS: 0
  • Resize count post-CTS: 0
  • Maximum clock path buffer count: 2
  • CTS tree: done
  • CTS sink cnt: 10
  • Clk root buf: clkbuf_8
  • Reg clk slew, reported paths: 0.05 ns
  • Worst skew pair latency: 0.23 ns
  • Cts hold-fix bufs: 0

Critical path
  • Crit path from: q[0]
  • WP data arrival: 2.96 ns
  • Worst Reg2Reg Path Length in Cells: 8
  • Req. time, crit path: 4.00 ns
  • Crit end category: flop
  • Worst-path fanout max: 9
  • Crit path kind: in2reg
  • Worst R2R End: count[6]$_DFFE_PN0P_
  • Startpoint class of the critical path: primary input
  • Reg-to-reg slack, setup: 1.69 ns
  • Reg2Reg Launch Point: zq[0]$_DFF_PN0_

Synth
  • Number of cells in Yosys stat: 61
  • Mean area per synthesized cell: 10.7 um2
  • #FFs+latches synth: 10
  • Yosys warns: 1
  • Seq/Total Area, Yosys: 0.384
  • Yosys cell types: 24
  • Cells after Synth: 61
  • Synthesis area per yosys: 652 um2
  • Syn Std Cell Area: 652 um2

GRT
  • Initial antenna violation count: 0
  • Largest net degree at the start of global routing: 13
  • Grt ovf: 0
  • Global-route wire length before repair: 2190 um
  • Gr usage total: 0.0362
  • Vias in the first global route: 484

Timing
  • Slew Limit Fails: 0
  • Final setup vio count: 0
  • RSZ-0062 raised after global routing: no
  • Max Freq: 350 MHz
  • Cycle use final: 0.732
  • Clk_skew: 0.00448 ns
  • Crit path time final: 2.86 ns
  • Final hold vios: 0
  • Final setup margin: 1.04 ns
  • Rel. slew slack: 0.683
  • Setup TNS Final: 0 ns
  • Worst-Margin Slew: 0.474 ns

Final layout
  • Most frequent cells in the layout: 11 x clkdlybuf4s50_1, 10 x dfrtp_1, 7 x nand2_1
  • Area delta synth->final: 33.2%
  • FF/Latch Area: 250 um2
  • Fin util: 0.211
  • Filler instances: 436
  • Most numerous logic cell after layout: clkdlybuf4s50_1
  • Layout cells sized above 1: 0.160
  • Gate Area: 390 um2

Hold path
  • Hold Startpoint: count[7]$_DFFE_PN0P_
  • Worst min path class: reg2reg
  • Hold path depth: 1
  • Hold endpoint: count[7]$_DFFE_PN0P_

Power and ir drop
  • Pleak: 0.362 nW
  • Max VDD drop: 0.000246 V
  • P per Cell Area: 758 mW/mm2

Run
  • Tool warning count: 25
  • Max-cap violation count: 0

Outcome
  • Status: completed

Route
  • DR vias/cell: 3.84
  • Initial drt markers: 19
  • DR WL/cell: 10.0 um
  • DRC Markers: 0
  • Diode count: 0
  • Post-Route WL: 1250 um
  • Final ANT Viol Nets: 0
  • Routed via count: 480
  • DR pass1 iterations: 4

Placed design
  • Pre-CTS setup slack: 0.805 ns
  • RePlAce Congestion: 0.765
  • IO Port Bufs: 11
  • DP HPWL: 980 um
[power by group]
part           switching, mW  internal [mW]
clock network         0.0389         0.0886
registers             0.0430          0.148
logic                  0.146          0.195
total                  0.227          0.431
[registers in the layout (all words and copies together), names as in the netlist]
| register | cells |
|---|---|
| count | 8 |
| zq | 2 |
[Yosys cell counts]
cell | n | area share
dfrtp_1 | 10 | 0.38
nand2_1 | 7 | 0.040
ha_1 | 6 | 0.12
o21ai_1 | 5 | 0.038
xor2_1 | 5 | 0.067
a21oi_1 | 4 | 0.031
xnor2_1 | 4 | 0.054
nor2_1 | 2 | 0.012
o21ai_0 | 2 | 0.015
o21bai_1 | 2 | 0.023
a211oi_1 | 1 | 0.012
a211oi_2 | 1 | 0.019
a21o_1 | 1 | 0.012
a21o_2 | 1 | 0.013
a21oi_2 | 1 | 0.013
and2_2 | 1 | 0.012
buf_6 | 1 | 0.017
fa_1 | 1 | 0.031
mux2_1 | 1 | 0.017
mux2i_1 | 1 | 0.015
nor2_2 | 1 | 0.0096
nor2_4 | 1 | 0.017
o211ai_2 | 1 | 0.019
o21ai_2 | 1 | 0.013
[stage by stage]
stage                     area [um2]  hold WS [ns]  power (mW)  std cells
after detailed placement         813         0.466       0.535        121
final                            868         0.475       0.659        125
after CTS                        868         0.478       0.671        125
after global placement           813         0.469       0.532        121
after floorplan                  652         0.425       0.410         61
after global routing             868         0.492       0.728        125
[cell type report]
type,instances,area share
clock buffer,4,0.0634
multi-input combinational,50,0.450
sequential,10,0.288
tap,50,0.0720
timing repair buffer,11,0.127
[kinds of logic after synthesis]
| family | synth area share |
|---|---|
| multiplexers | 0.0326 |
| flip-flops | 0.384 |
| buffers and inverters | 0.0173 |
| XOR/XNOR | 0.121 |
| AND/OR/NAND/NOR | 0.0902 |
| adder cells (fa/ha/maj) | 0.146 |
| AND-OR/OR-AND | 0.209 |
[layer usage]
layer / vias to the layer above / part of all wire / track usage
li1: 246 / - / -
met3: 2 / 0.13 / 0.0248
met2: 18 / 0.35 / 0.0419
met4: 0 / 0.0096 / 0.00449
met1: 214 / 0.51 / 0.0535
met5: - / 0 / 0
[critical path, stage by stage]
cell and delay [ns]:
clkdlybuf4s50_1 0.44, xor2_1 0.19, nor2_2 0.37, ha_1 0.39, a211oi_1 0.25, o21bai_1 0.11
a21oi_1 0.18, xor2_1 0.19, o21ai_1 0.07
[how the worst max path moves through the flow]
stage	slack (ns)	endpoint	depth (start not counted)
final	1.04	count[6]$_DFFE_PN0P_	9
after global routing	0.90	count[6]$_DFFE_PN0P_	9
after CTS	1.03	count[6]$_DFFE_PN0P_	9
Power figures rest on the tool's default switching activity, not on a simulated workload.
